File: design/flow/config.mk
export PLATFORM = sky130hd
export DESIGN_NAME = Forwarding
export DESIGN_NICKNAME = Forwarding
export VERILOG_FILES = /design/flow/design.v
export SDC_FILE = /design/flow/constraint.sdc
export NUM_CORES = 4
export LEC_CHECK = 1
export CORE_AREA = 10 10 70 70
export DIE_AREA = 0 0 80 80
File: design/flow/constraint.sdc
current_design Forwarding

set clk_period 2.3
set clk_io_pct 0.2

create_clock -name clk0 -period $clk_period

set non_clock_inputs [all_inputs -no_clocks]
set_input_delay [expr $clk_period * $clk_io_pct] -clock clk0 $non_clock_inputs
set_output_delay [expr $clk_period * $clk_io_pct] -clock clk0 [all_outputs]
File: design/flow/design.v
`timescale 1ns/1ps
module Forwarding(
    ID_EX_rs_i,
    ID_EX_rt_i,
    EX_MEM_rd_i,
    EX_MEM_RegWrite_i,
    MEM_WB_rd_i,
    MEM_WB_RegWrite_i,
    src1_i,
    src2_i
	);
input  [5-1:0]   ID_EX_rs_i;
input  [5-1:0]	 ID_EX_rt_i;
input  [5-1:0]	 EX_MEM_rd_i;
input            EX_MEM_RegWrite_i;
input  [5-1:0]	 MEM_WB_rd_i;
input            MEM_WB_RegWrite_i;
output reg [2-1:0]	 src1_i;
output reg [2-1:0]	 src2_i;
always@(*) begin
    if(EX_MEM_RegWrite_i && EX_MEM_rd_i!=0 && EX_MEM_rd_i==ID_EX_rs_i) begin  
        src1_i = 2'b1;
    end
    else if(MEM_WB_RegWrite_i && MEM_WB_rd_i!=0 && MEM_WB_rd_i==ID_EX_rs_i) begin  
        src1_i = 2'b10;
    end
    else begin  
        src1_i = 2'b0;
    end
    if(EX_MEM_RegWrite_i && EX_MEM_rd_i!=0 && EX_MEM_rd_i==ID_EX_rt_i) begin  
        src2_i = 2'b1;
    end
    else if(MEM_WB_RegWrite_i && MEM_WB_rd_i!=0 && MEM_WB_rd_i==ID_EX_rt_i) begin  
        src2_i = 2'b10;
    end
    else begin  
        src2_i = 2'b0;
    end
end
endmodule
File: design/flow/run.sh
#!/bin/bash
# OpenROAD 26Q1-2900-gdf79404cd8, Yosys 0.63+post, stock flow scripts
make -C /OpenROAD-flow-scripts/flow DESIGN_CONFIG=/design/flow/config.mk WORK_HOME=/design/flow/orfs finish
==> reports/results.tsv <==
stage	metric	value	unit
outcome	status	finished clean	
power	power_frac_seq	0	%
sta	fin_crit_sh	98.1	%
drt	antennaDiodeCount	0	
critical_path	setup.worst_path.class	in -> out	
worst_hold_path	min_path_type	in -> out	
power	leakage	0.327	nW
logic_synthesis	avgSynthCellArea	7.58	um^2
drt	dr.pass1.iters	2	
placed_design	place_congestion	0.794	
cells_and_area	areaGrowthSynthToFinish	202	%
placed_design	place_area	666	um^2
floorplan	num_rows	21	
floorplan	chip_area	6400	um^2
logic_synthesis	ys_top_cells_by_count	16 x xnor2_1, 4 x nor4_1, 4 x xor2_1	
job	tool_warnings	33	
critical_path	critPathMaxStageDelay	0.54	ns
cells_and_area	layout.area.comb	379	um^2
sta	fin_hold_ws	1.47	ns
floorplan	fp_util	7.55	%
sta	drv_slew	0	
sta	worstMarginPinSlew	0.303	ns
sta	setup-violations-final	0	
logic_synthesis	netlist_area	258	um^2
floorplan	coreArea	3420	um^2
logic_synthesis	most_common_cell	xnor2_1	
logic_synthesis	top_area_cell	xnor2_1	
global_routing	grt_pass1_wl	2080	um
sta	hold_viol_final	0	
logic_synthesis	yosys.cell_types.count	9	
cells_and_area	nClkBuffers	0	
global_routing	antenna_found_initial	0	
drt	postRouteWirelength	1400	um
drt	viasPerCell	3.22	
sta	fmax	0.443	GHz
sta	fin_crit	2.26	ns
critical_path	arrival	1.80	ns
power	power.switching	0.0534	mW
critical_path	cp_num_cells	6	
logic_synthesis	syn_inst	34	
global_routing	grt_overflow_total	0	
placed_design	place_hpwl	1200	um
floorplan	die_h	80	um
critical_path	critPathBufInv	2	
worst_hold_path	hold_depth	5	
floorplan	ios	26	
critical_path	path_delay_family	simple AND/OR/NAND/NOR gates	
logic_synthesis	top_cell_area_share	54.4	%
power	clkPwrFrac	0	%
cells_and_area	layout-drive-gt1-share	46.6	%
logic_synthesis	yosys-stat-cells	34	
critical_path	start_kind	input port	
drt	drcViolationCount	0	
cells_and_area	fin_util	22.8	%
critical_path	cp_cell_sequence	buf_6 -> or4_4 -> o21ai_4 -> nor4_4 -> nor4_2 -> dlygate4sd2_1	
logic_synthesis	postSynthSeqShare	0	%
critical_path	end_kind	primary output	
global_routing	grt_pass1_vias	405	
clock_tree	hold_buffers	0	
cells_and_area	regArea	0	um^2
power	power.density	160	nW/um^2
logic_synthesis	post_synth_main_area_contributors	xnor2_1 54%, xor2_1 14%, nor4_1 9.7%	
cells_and_area	final_area	779	um^2
logic_synthesis	yosys_area	258	um^2
power	ir_drop	0.0000566	V
power	intPower	0.0711	mW
critical_path	crit_required	1.84	ns
floorplan	die_x	80	um
power	p_sw_share	42.9	%
cells_and_area	fillers	376	
drt	wl_per_cell	11.7	um
drt	dr_total_vias	383	
drt	drtIter0Drc	15	
sta	max-slew-margin-rel	79.7	%
global_routing	track_usage	4.05	%
logic_synthesis	synth-warning-count	1	
critical_path	path_max_fanout	2	
placed_design	port-buffer-count	26	
job	drv_cap	0	
power	power_frac_comb	100.0	%
critical_path	cp_slowest_cell	or4_4	
power	fin_total_pwr	0.125	mW
cells_and_area	seq_cells	0	
global_routing	grt_max_degree	4	
drt	postRouteAntennaNets	0	
## power by group through the flow
stage	clock, mW	combinational, mW	sequential [mW]
CTS	0	0.121	0
global route	0	0.134	0
finish	0	0.125	0
## metrics by stage
| stage | cells | worst slack, ns | TNS [ns] |
|---|---|---|---|
| after floorplan | 34 | 0.481 | 0 |
| after global placement | 118 | -0.637 | -2.09 |
| after detailed placement | 118 | -0.669 | -2.17 |
| after CTS | 119 | -0.0354 | -0.0407 |
| after global routing | 119 | -0.0176 | -0.0176 |
| final | 119 | 0.0439 | 0 |
## layer usage
| metal | global-route usage (%) | wire length, um |
|---|---|---|
| met3 | 2.84 | 265 |
| met2 | 3.29 | 270 |
| met4 | 0 | 0 |
| met1 | 7.21 | 858 |
| met5 | 0 | 0 |
## cell type report
type	instances	area share, %
multi-input cells	34	48.6
repair buffers	39	44.0
well taps	46	7.38
## worst paths after layout
kind	to	from	slack, ns
worst max-delay path	src2_i[1]	EX_MEM_rd_i[2]	0.04
worst min-delay path	src1_i[1]	MEM_WB_rd_i[4]	1.47
## cells by family after synthesis
logic type                after synthesis  synth area share, %
AOI/OAI and AO/OA                       1                 3.40
xor gates and xnor gates               20                 68.0
and+or+nand+nor                        13                 28.6
## cell usage in the layout, fill, tap and decap left out, types with 2 or more instances in the layout
cell | netlist | routed
nor4_4 | 0 | 3
nand3_2 | 0 | 2
nand2_1 | 2 | 2
nand4_1 | 2 | 2
dlygate4sd2_1 | 0 | 13
buf_2 | 0 | 3
xor2_1 | 4 | 4
buf_6 | 0 | 4
or4_4 | 0 | 2
dlymetal6s2s_1 | 0 | 2
xnor2_2 | 0 | 5
clkdlybuf4s15_1 | 0 | 2
buf_4 | 0 | 11
clkdlybuf4s50_1 | 0 | 3
xnor2_1 | 16 | 11
## what timing repair did
| item | 4_1_cts | 5_1_grt |
|---|---|---|
| pin swaps | 13 | 3 |
| setup buffers | 1 | 1 |
| resized | 59 | 6 |
| setup endpoints to repair | 4 | 2 |
Power figures rest on the tool's default switching activity, not on a simulated workload.
