===== design/flow/config.mk =====
export PLATFORM = sky130hd
export DESIGN_NAME = Hazard
export DESIGN_NICKNAME = Hazard
export VERILOG_FILES = /design/flow/design.v
export SDC_FILE = /design/flow/constraint.sdc
export NUM_CORES = 4
export LEC_CHECK = 1
export CORE_AREA = 10 10 70 70
export DIE_AREA = 0 0 80 80

===== design/flow/constraint.sdc =====
current_design Hazard

set clk_period 2.7
set clk_io_pct 0.2

create_clock -name clk0 -period $clk_period

set non_clock_inputs [all_inputs -no_clocks]
set_input_delay [expr $clk_period * $clk_io_pct] -clock clk0 $non_clock_inputs
set_output_delay [expr $clk_period * $clk_io_pct] -clock clk0 [all_outputs]

===== design/flow/design.v =====
`timescale 1ns/1ps
module Hazard(
    IF_rs_i,
    IF_rt_i,
    ID_rt_i,
    EX_mem_read_i,
    pc_write_o,
    IF_ID_Write_o,
    ID_flush_o
	);
input  [5-1:0]  IF_rs_i;
input  [5-1:0]	IF_rt_i;
input  [5-1:0]  ID_rt_i;
input           EX_mem_read_i;
output reg      pc_write_o;
output reg [1:0]IF_ID_Write_o;
output reg      ID_flush_o;
always@(*) begin
    if(EX_mem_read_i && (IF_rs_i==ID_rt_i || IF_rt_i==ID_rt_i)) begin  
        pc_write_o = 0;
        IF_ID_Write_o = 2'b0;  
        ID_flush_o = 1;
    end
    else begin  
        pc_write_o = 1;
        IF_ID_Write_o = 2'b10;  
        ID_flush_o = 0;
    end
end
endmodule

===== design/flow/run.sh =====
#!/bin/bash
# OpenROAD 26Q1-2900-gdf79404cd8, Yosys 0.63+post, stock flow scripts
make -C /OpenROAD-flow-scripts/flow DESIGN_CONFIG=/design/flow/config.mk WORK_HOME=/design/flow/orfs finish

==> flow_summary.ini <==
; flow metrics
[outcome]
run_status = complete, no violations

[route]
wl_per_cell_um = 8.20
drc = 0
drtIter0Drc = 0
antenna_cells = 0
via_per_inst = 2.30
dr.pass1.iters = 1
ant_nets = 0
drt_wl_total_um = 672
vias = 189

[power_and_ir_drop]
p_leak_nw = 0.106
powerDensity_mw_per_mm2 = 130
switching_power_mw = 0.0145
p_seq_share_pct = 0
power.total_mw = 0.0486
p_int_mw = 0.0341
p_sw_share_pct = 29.8
p_clk_share_pct = 0
peakVddDrop_mv = 0.0128
comb_power_share_pct = 100.0

[floorplanning]
core-area_mm2 = 0.00342
fp-utilization_pct = 4.14
dieWidth_um = 80
dieArea_mm2 = 0.00640
die_h_um = 80
rows = 21
pin_count = 20

[cells_and_area]
n_clock_buffer = 0
final_cell_mix = 19 x clkdlybuf4s50_1, 10 x xnor2_1, 2 x nand4_1, 2 x nand2_1
drive_gt1_share_pct = 0
seq_cells = 0
syn_to_final_growth_pct = 165
final-seq-area_um2 = 0
final_common_cell = clkdlybuf4s50_1

[logic_synthesis]
synth_cells = 19
yosysChipArea_um2 = 141
synth.distinct_cells = 7
synth_top_cell_by_area = xnor2_1
syn_area_per_cell_um2 = 7.44
topCellsByArea = xnor2_1 62%, buf_4 11%, nand4_1 8.8%, o22a_1 6.2%, nand2_1 5.3%
synth_top_area_share_pct = 61.9
syn_area_um2 = 141
ys_seq_share_pct = 0
yosys_warnings = 1
yosys_cells = 19

[global_route]
antenna_found_initial = 0
grt_max_degree = 3
track_usage_pct = 1.96
gr-total-overflow = 0
grt_pass1_vias = 207
grt_pass1_wl_um = 1010

[sta]
rsz0062_at_grt = false
tns_ns = 0
maxSlewViolCount = 0
finalHoldViolCount = 0
fin_ws_ns = 0.163
period_minus_slack_ns = 2.54
finalSetupViolCount = 0
finalCritPeriodShare_pct = 94.0
fmax_mhz = 394

[min_path]
min_to = ID_flush_o
hold_path_class = in2out
hold-path-cell-count = 4
hold_start = EX_mem_read_i

[critical_path]
criticalPathCategory = in2out
crit_fanout = 2
worst_ep_required_time_ns = 2.16
cp.arrival_ns = 2.00
start_kind = input port
cp-end-kind = output pin

[placement]
numPortBuffers = 19
place.gp.congestion = 0.778
dp_hpwl_um = 641
place_ws_ns = 0.132

[flow_run]
warnings = 32
maxCapViolCount = 0

[clocking]
ctsResizeCount = 0
cts_setup_buffers = 0
cts_hold_buffers = 0
==> final cells by class <==
type / count / area (µm²)
Timing Repair Buffer: 19 / 190
Fill cell: 399 / 3040
Tap cell: 46 / 57.6
Multi-Input combinational cell: 17 / 126
==> cell families after synthesis <==
group / after synthesis / share of synthesized area (%)
simple gates: 4 / 14.2
other cells: 1 / 2.65
buf+inv: 2 / 10.6
xor+xnor: 10 / 61.9
compound gates: 2 / 10.6
==> cell usage after synthesis, drive strengths merged <==
master  instances
xnor2          10
buf             2
nand2           2
nand4           2
conb            1
o22a            1
o22ai           1
==> power by group through the flow <==
stage / clock (mW) / sequential, mW / combinational [mW]
CTS: 0 / 0 / 0.0498
global route: 0 / 0 / 0.0528
finish: 0 / 0 / 0.0486
==> through the flow <==
step                      hold WS, ns  area, µm²  std cells  utilization, %
final                            2.06        374         82            11.0
after global routing             2.13        374         82            11.0
after CTS                        2.07        374         82            11.0
after detailed placement         2.06        374         82            11.0
after global placement           2.06        374         82            11.0
after floorplan                  1.17        141         19               -
==> worst max-delay path: stages <==
cell             delay [ns]
clkdlybuf4s50_1        0.45
xnor2_1                0.21
nand4_1                0.14
o22ai_1                0.18
clkdlybuf4s50_1        0.48
==> worst max-delay path by stage <==
stage | slack (ns) | end | startpoint
final | 0.16 | ID_flush_o | ID_rt_i[1]
after CTS | 0.13 | ID_flush_o | ID_rt_i[1]
after global routing | 0.05 | ID_flush_o | ID_rt_i[1]
==> per-layer routing <==
metal,share of wire (%),vias to the layer above,global-route usage (%)
met3,14,0,0.682
met2,52,11,3.77
met5,0,-,0
met4,0,0,0
li1,-,96,-
met1,33,82,2.11
Power is estimated from default activity; no workload was simulated.
