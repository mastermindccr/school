### flow/design.v
`timescale 1ns/1ps
module Branch_Decision(
    src1_i,
    src2_i,
    branch_type_i,
    branch_i,
	result_o
	);
input  [32-1:0]  src1_i;
input  [32-1:0]	 src2_i;
input  [2-1:0]   branch_type_i;
input            branch_i;
output           result_o;
reg              result_o;
always@(*) begin
    if(branch_i) begin
        case(branch_type_i)
            0: begin
                if(src1_i==src2_i) result_o = 1;
                else result_o = 0;
            end
            1: begin
                if(src1_i>src2_i) result_o = 1;
                else result_o = 0;
            end
            2: begin
                if(src1_i>=src2_i) result_o = 1;
                else result_o = 0;
            end
            3: begin
                if(src1_i!=src2_i) result_o = 1;
                else result_o = 0;
            end
         endcase
    end
    else result_o = 0;
end
endmodule               
### flow/constraint.sdc
current_design Branch_Decision

set clk_period 4.9
set clk_io_pct 0.2

create_clock -name clk0 -period $clk_period

set non_clock_inputs [all_inputs -no_clocks]
set_input_delay [expr $clk_period * $clk_io_pct] -clock clk0 $non_clock_inputs
set_output_delay [expr $clk_period * $clk_io_pct] -clock clk0 [all_outputs]
### flow/run.sh
#!/bin/bash
# OpenROAD 26Q1-2900-gdf79404cd8, Yosys 0.63+post, stock flow scripts
make -C /OpenROAD-flow-scripts/flow DESIGN_CONFIG=/design/flow/config.mk WORK_HOME=/design/flow/orfs finish
### flow/config.mk
export PLATFORM = sky130hd
export DESIGN_NAME = Branch_Decision
export DESIGN_NICKNAME = Branch_Decision
export VERILOG_FILES = /design/flow/design.v
export SDC_FILE = /design/flow/constraint.sdc
export NUM_CORES = 4
export LEC_CHECK = 1
export CORE_AREA = 10 10 84 84
export DIE_AREA = 0 0 94 94
==> out/qor.yml <==
timing:
  rsz0062_at_grt: "no"
  period_minus_slack_ns: 4.333
  setup_viol: 0
  slew_headroom: 0.7800
  drv_slew: 0
  hold_viol: 0
  period_used_share: 0.8843
  fmax_ghz: 0.2308
  tns_ns: 0
  tightest_slew_ns: 0.3275
worst_hold_path:
  hp-class: "input pin to output port"
  hold_start: "branch_i"
route:
  antenna_left: 0
  drt_iter0_drc: 11
  via_per_inst: 3.922
  n_antenna_cell: 0
  routed-via-count: 1008
  drt_wl_total_um: 2821
  dr.pass1.iters: 4
  routedWlPerCell_um: 10.98
  drc_errors: 0
finish:
  layout_top_cell: "clkdlybuf4s50_1"
  clkbuf_count: 0
  seq_area_um2: 0
  drive_gt1_frac: 0.03209
  area_growth_pct: 87.46
  final_area_um2: 1647
  final_cell_mix: "clkdlybuf4s50_1 (68), inv_1 (33), ha_1 (32), a21oi_1 (14), nand2_1 (7)"
  nFillCells: 558
  nFlopsAndLatches: 0
yosys:
  yosys_area_um2: 878.3
  aoi_share: 0.1966
  yosysTopAreaCell: "ha_1"
  ys_top_logic_family: "adder cells"
  simple_gate_share: 0.2066
  area_leaders: "ha_1 (46%), inv_1 (14%), a21oi_1 (8.0%)"
  ys_sh_mux: 0
  synthAdderAreaFrac: 0.4558
  ys_sh_xor: 0
  synth_stat.cells: 119
  ys_warn_count: 1
  ys_types: 24
  synth_area_per_cell_um2: 7.381
  synth.top_cell.area_share: 0.4558
  synth_area_um2: 878.3
  syn_inst: 119
  ys_seq_share: 0
global_routing:
  grt_pass1_wl_um: 4823
  grt_pass1_vias: 1073
  antenna_found_initial: 0
  grt.overflow.total: 0
  grt_max_degree: 6
  groute.usage.overall: 0.06373
setup_path:
  worst_ep_arrival_time_ns: 3.35
  slowest_stage: "clkdlybuf4s50_1"
  critPathMaxFanout: 4
  endpoint_kind: "output port"
  critPathMaxStageDelay_ns: 0.49
  cp_cell_sequence: "clkdlybuf4s50_1 > inv_1 > ha_1 > nand4_1 > nor4_4 > a211oi_1 > o221ai_1 > and3_1 > clkdlybuf4s50_1"
  criticalPathCategory: "input pin to output port"
  cp.required_ns: 3.92
  startpoint_type: "input pin"
  cpLargestDelayFamily: "buffers and inverters"
  critPathMostFrequentCell: "clkdlybuf4s50_1"
  worstSetupStartpoint: "src2_i[10]"
  cp_num_buf_inv: 3
clocking:
  post-cts-setup-buffers: 0
  hold_buffers: 0
  cts_resized: 0
pwr:
  vdd_drop_max_v: 0.00002656
  power.leakage_nw: 0.8070
  power_density_nw_per_um2: 71.47
die:
  die_x_um: 94
  fp.coreArea_um2: 5205
  std_cell_rows: 26
  ios: 68
  die_area_um2: 8836
  fp_util: 0.1687
  die_h_um: 94
placed_design:
  place.gp.congestion: 0.7711
  place_area_um2: 1647
  port_buffers: 68
  hpwl_um: 2740
status:
  status: "finished, final reports clean"
job:
  warnings: 32
  maxCapViolations: 0
tightest hold or removal path: cells and delay by family:
family	cells	cell delay, ns
buffers and inverters	2	0.83
AND/OR/NAND/NOR	1	0.14
per-layer routing:
layer / vias to the layer above / track usage / part of all wire
met1: 403 / 0.08725 / 0.49
met2: 43 / 0.1025 / 0.42
met4: 0 / 0 / 0
met3: 0 / 0.01858 / 0.091
li1: 562 / - / -
met5: - / 0 / 0
stage by stage:
| stage | total power, W | worst slack [ns] | util | hold WS, ns | instances |
|---|---|---|---|---|---|
| 6_report | 0.0001177 | 0.5669 | 0.3163 | 2.938 | 257 |
| 5_1_grt | 0.0001343 | 0.3709 | 0.3163 | 2.973 | 257 |
| 4_1_cts | 0.0001204 | 0.5631 | 0.3163 | 2.951 | 257 |
| 3_5_place_dp | 0.0001196 | 0.5642 | 0.3163 | 2.951 | 257 |
| 3_3_place_gp | 0.0001185 | 0.5838 | 0.3163 | 2.948 | 257 |
| 2_1_floorplan | 0.00005204 | 1.674 | - | 2.052 | 119 |
layout make-up:
class	instances	area, µm²	share of cell area
multi-input combinational	86	754.5	0.4582
timing repair buffer	68	680.7	0.4134
inverter	33	123.9	0.07523
tap	70	87.58	0.05319
worst paths after layout:
check | to | slack, ns | depth (start not counted)
setup / recovery | result_o | 0.57 | 9
hold / removal | result_o | 2.94 | 3
cell families after synthesis:
family                     count (synthesis)
AOI/OAI and AO/OA                         28
adders and majority gates                 32
buffers and inverters                     33
and+or+nand+nor                           26
synthesized netlist by cell type:
cell      count
inv_1        33
ha_1         32
a21oi_1      14
nand2_1       7
nand4_1       4
nand3_1       3
nand4_2       3
o21ai_0       3
a211oi_1      2
a21o_1        2
a221o_1       2
nor2_1        2
a311oi_1      1
a31oi_1       1
a41oi_1       1
and2b_2       1
and3_1        1
and4_1        1
nor3_1        1
nor4_2        1
nor4_4        1
o21ai_1       1
o221ai_1      1
or4_1         1
where the power goes:
group          internal, W  leakage, nW  switching (W)
clock network            0            0              0
logic            0.0000756        0.807      0.0000421
registers                0            0              0
Power and IR drop assume default switching activity.
